### flow/config.mk
export PLATFORM = sky130hd
export DESIGN_NAME = top_temp
export DESIGN_NICKNAME = top_temp
export VERILOG_FILES = /design/flow/design.v
export SDC_FILE = /design/flow/constraint.sdc
export NUM_CORES = 4
export LEC_CHECK = 1
export CORE_AREA = 10 10 76 76
export DIE_AREA = 0 0 86 86
### flow/constraint.sdc
current_design top_temp

set clk_period 1.6
set clk_io_pct 0.2

create_clock -name clk0 -period $clk_period [get_ports {clk}]

set non_clock_inputs [all_inputs -no_clocks]
set_input_delay [expr $clk_period * $clk_io_pct] -clock clk0 $non_clock_inputs
set_output_delay [expr $clk_period * $clk_io_pct] -clock clk0 [all_outputs]
### flow/design.v
module fsm_controller (
    input wire clk,                 
    input wire reset,               
    input wire [1:0] temp_state,    
    output reg [1:0] system_state   
);
    localparam IDLE    = 2'b00;
    localparam NORMAL  = 2'b01;
    localparam WARNING = 2'b10;
    localparam FAULT   = 2'b11;
    reg [1:0] next_state;
    always @(posedge clk or posedge reset) begin
        if (reset)
            system_state <= IDLE;  
        else
            system_state <= next_state;
    end	
    always @(*) begin
        case (system_state)
            IDLE: begin
            if (temp_state == NORMAL)
                next_state = NORMAL;   
            else if (temp_state == WARNING)
                next_state = WARNING;  
            else
                next_state = IDLE;     
        end
        NORMAL: begin
            if (temp_state == IDLE)
                next_state = IDLE;     
            else if (temp_state == WARNING)
                next_state = WARNING;  
            else if (temp_state == FAULT)
                next_state = FAULT;    
            else
                next_state = NORMAL;   
        end
        WARNING: begin
            if (temp_state == IDLE)
                next_state = IDLE;     
            else if (temp_state == NORMAL)
                next_state = NORMAL;   
            else if (temp_state == FAULT)
                next_state = FAULT;    
            else
                next_state = WARNING;  
        end
        FAULT: begin
            if (temp_state == IDLE)
                next_state = IDLE;     
            else
                next_state = FAULT;    
        end
        default: next_state = IDLE;    
        endcase
    end
endmodule
module led_controller (
    input wire clk,                    
    input wire reset,                  
    input wire [1:0] system_state,     
    output reg norm_led,              
    output reg warn_led,              
    output reg falt_led               
);
    localparam IDLE    = 2'b00;
    localparam NORMAL  = 2'b01;
    localparam WARNING = 2'b10;
    localparam FAULT   = 2'b11;
    reg blink_flag;            
    always @(posedge clk or posedge reset) begin
        if (reset) begin
            norm_led    <= 1'b0;
            warn_led    <= 1'b0;
            falt_led    <= 1'b0;
        end else begin
            case (system_state)
                IDLE: begin
                    norm_led    <= 1'b0;
                    warn_led    <= 1'b0;
                    falt_led    <= 1'b0;
                end
                NORMAL: begin
                    norm_led    <= 1'b1;
                    warn_led    <= 1'b0;
                    falt_led    <= 1'b0;
                end
                WARNING: begin
                    norm_led    <= 1'b0;
                    warn_led    <= 1'b1;
                    falt_led    <= 1'b0;
                end
                FAULT: begin
                    norm_led    <= 1'b0;
                    warn_led    <= 1'b0;
                    falt_led    <= 1'b1;
                end
                default: begin
                    norm_led    <= 1'b0;
                    warn_led    <= 1'b0;
                    falt_led    <= 1'b0;
                end
            endcase
        end
    end
endmodule
module temp_analyzer #(
    parameter signed [7:0] IDLE_MIN    = 8'hFB,
    parameter signed [7:0] IDLE_MAX    = 8'h05,
    parameter signed [7:0] NORMAL_MIN1 = 8'hCE,
    parameter signed [7:0] NORMAL_MAX1 = 8'hFA,
    parameter signed [7:0] NORMAL_MIN2 = 8'h06,
    parameter signed [7:0] NORMAL_MAX2 = 8'h32,
    parameter signed [7:0] WARNING_MIN1 = 8'h9C,
    parameter signed [7:0] WARNING_MAX1 = 8'hCD,
    parameter signed [7:0] WARNING_MIN2 = 8'h33,
    parameter signed [7:0] WARNING_MAX2 = 8'h64
) (
    input signed [7:0] temp_data,   
    input clk,                      
    output reg [1:0] temp_state     
);
    localparam IDLE    = 2'b00;   
    localparam NORMAL  = 2'b01;   
    localparam WARNING = 2'b10;   
    localparam FAULT   = 2'b11;   
    reg [1:0] temp_state_next;
    always @(*) begin
        if (temp_data >= IDLE_MIN && temp_data <= IDLE_MAX) begin
            temp_state_next = IDLE;
        end else if ((temp_data >= NORMAL_MIN1 && temp_data <= NORMAL_MAX1) ||
                     (temp_data >= NORMAL_MIN2 && temp_data <= NORMAL_MAX2)) begin
            temp_state_next = NORMAL;
        end else if ((temp_data >= WARNING_MIN1 && temp_data <= WARNING_MAX1) ||
                     (temp_data >= WARNING_MIN2 && temp_data <= WARNING_MAX2)) begin
            temp_state_next = WARNING;
        end else begin
            temp_state_next = FAULT;
        end
    end
    always @(posedge clk) begin
        temp_state <= temp_state_next;
    end
endmodule
module top_temp (
    input wire clk,                 
    input wire reset,               
    input wire [7:0] temp_data,     
    output wire norm_led  ,         
    output wire warn_led  ,         
    output wire falt_led  ,         
    output wire [1:0] system_state  
);
    wire [1:0] temp_state;          
    temp_analyzer u_temp_analyzer (
        .clk(clk),                  
        .temp_data(temp_data),      
        .temp_state(temp_state)     
    );
    fsm_controller u_fsm_controller (
        .clk(clk),                  
        .reset(reset),              
        .temp_state(temp_state),    
        .system_state(system_state)  
    );
    led_controller u_led_controller (
        .clk(clk),                  
        .reset(reset),              
        .system_state(system_state),  
        .norm_led  (norm_led ),      
        .warn_led  (warn_led ),      
        .falt_led  (falt_led )       
    );
endmodule
### flow/run.sh
#!/bin/bash
# OpenROAD 26Q1-2900-gdf79404cd8, Yosys 0.63+post, stock flow scripts
make -C /OpenROAD-flow-scripts/flow DESIGN_CONFIG=/design/flow/config.mk WORK_HOME=/design/flow/orfs finish
==> changes_impl.md <==
### Changed

* Status: finished clean
* Minimum clock period at 1.51 ns
* Syn Std Cell Area at 414 sq um
* Maximum vdd drop at 321 uV
* Final Worst Setup Slack at 0.0876 ns
* Largest net degree at the start of global routing at 9
* Unique cell types at 21
* Die Size at 7400 sq um
* Area fraction in mux cells at 0%
* Largest cells by area: dfrtp_1 (30%), dfxtp_1 (19%), nor2b_1 (7.6%), a211oi_1 (5.4%), o32ai_1 (4.2%)
* # diodes at 0
* Final setup vio count at 0
* Vias/cell at 3.56
* Root buffer cell: clkbuf_8
* Worst Path Max Fanout at 8
* Layout Cells excl Fill at 118
* Final Slew Violations at 0
* Fillcell total at 447
* Drt pass-1 iters at 3
* WL/cell at 8.81 um
* Total tool warning count at 25
* Clock Pin Slew Worst Setup and Hold Paths at 0.04 ns
* Max Cap Viol at 0
* Total Routing Usage GR at 2.65%
* Post-DP HPWL at 833 um
* Dpl ws at -0.173 ns
* Top cell type by total area after synthesis: dfrtp_1
* Core area at 4120 sq um
* # hold bufs at CTS at 0
* Initial antenna violation count at 0
* Simple Share, Synth at 18.1%
* Endpoints failing hold at 0
* Post-synthesis sequential area ratio at 49.5%
* Element type at the critical path end: output pin
* Chip Area, Yosys at 414 sq um
* Logic area at 214 sq um
* Unrepaired setup endpoints after global routing: no
* Sequence of cells on the critical path: clkdlybuf4s50_1
* Worst-skew pair later-pin latency at 0.23 ns
* IO Port Bufs at 14
* Drc violations at 0
* H-tree Lvls at 1
* DR iter-0 viols at 1
* Post-CTS sizing at 0
* Worst Hold Class: primary input to async pin
* Lkg Pwr at 0.283 nW
* Max-area cell share at 30.2%
* Gpl congestion at 0.660
* CTS Sinks at 9
* Post-CTS Setup Repair Bufs at 0
* Worst slew margin at 71.1%
* Power Total at 0.682 mW
* Via count at 420
* Maximum clock path buffer count at 2
* Fmax at 0.661 GHz
* Dominant flop cell: dfrtp_1
* Post-synth EDFFs at 0
* Required @ worst endpoint at 1.28 ns
* Comb area leader: AND-OR/OR-AND gates
* Fin crit share at 94.5%
* Reg2Reg Setup Slack at 0.65 ns
* Share of post-route cells with drive strength above 1 at 17.6%
* Peak per-stage delay on the critical path at 0.51 ns
* First-pass GRT wire length at 1620 um
* Arrival @ worst endpoint at 1.19 ns
* Placed insts at 114
* Total number of yosys warnings at 3
* Placed Area at 677 sq um
* Core Util, Final at 17.9%
* Final hold slack at 0.294 ns
* CTS tree: done
* FF+latch area at 205 sq um
* Die Y at 86 um
* # IOs at 15
* Die Wd at 86 um
* Overflow after GRT at 0
* Synth Area in XOR/XNOR at 0%
* Aoi/oai-family share of the synthesized area at 31.4%
* Mapped Avg Cell Area at 9.86 sq um
* Post-route ant nets at 0
* Asr flop ratio synth at 55.6%
* Post-Synthesis Cells at 42
* Cell area after layout at 736 sq um
* Yosys reg bits at 9
* CP Launch Type: register
* Skew final at 0.00336 ns
* Worst-margin pin slew at 0.432 ns
* Yosys cell count at 42
* Cell Rows at 23
* Final WL at 1040 um
* Critical path type: register to output pin
* Adder share at 0%
* Setup TNS at 0 ns
* Most frequent cells after synthesis: dfrtp_1 (5), nor2b_1 (5), dfxtp_1 (4)
* PwrDens at 928 nW/um^2
* Initial Utilization at 10.1%
* Buf+Inv Stages, Crit Path at 1
* CP max stage cell: clkdlybuf4s50_1
* Vias in the first global route at 403
* TritonCTS buffer count at 3
* Area delta synth->final at 77.6%
* Worst path top cell family by delay: buffers and inverters
==> area by class of cell <==
class                           count  area share [%]
Multi-Input combinational cell     32            29.1
Timing Repair Buffer               22            27.9
Inverter                            1           0.510
Tap cell                           50            8.50
Clock buffer                        4            6.12
Sequential cell                     9            27.9
==> report_power, final <==
group | switching, mW | total, mW | internal, mW
registers | 0.0248 | 0.286 | 0.261
logic | 0.0471 | 0.147 | 0.100
clock network | 0.0763 | 0.249 | 0.172
total | 0.148 | 0.682 | 0.534
==> state kept, by name, summed over array words and instances, names as in the netlist <==
register,flops
u_fsm_controller.system_state,2
u_led_controller.falt_led,1
u_led_controller.norm_led,1
u_led_controller.warn_led,1
u_temp_analyzer.temp_state,4
==> layout by cell type, fill, tap and decap left out <==
cell type	synthesis	final
clkdlybuf4s50_1	0	12
buf_4	0	8
nor2b_1	5	5
dfrtp_1	5	5
dfxtp_1	4	4
a211oi_1	3	3
a21oi_1	3	3
nor2_1	3	3
clkbuf_8	0	3
o21a_1	2	2
nand2_1	2	2
o21ai_0	2	2
dlymetal6s2s_1	0	2
nor3_1	1	1
nand3_1	1	1
a2111oi_1	0	1
o31ai_1	1	1
a31oi_1	1	1
a211o_1	1	1
a311oi_1	1	1
nor4b_1	1	1
o32ai_2	0	1
a311o_1	1	1
o32ai_1	2	1
and2_1	1	1
inv_1	1	1
clkbuf_1	0	1
==> final timing paths <==
check	start	to	depth (start not counted)
max reg2reg	u_fsm_controller.system_state[0]$_DFF_PP0_	u_fsm_controller.system_state[0]$_DFF_PP0_	2
min	reset	u_led_controller.norm_led$_DFF_PP0_	2
max in group asynchronous	reset	u_led_controller.warn_led$_DFF_PP0_	2
min reg2reg	u_temp_analyzer.temp_state[1]$_DFF_P_	u_fsm_controller.system_state[0]$_DFF_PP0_	1
min in group clk0	u_temp_analyzer.temp_state[1]$_DFF_P_	u_fsm_controller.system_state[0]$_DFF_PP0_	1
max	u_fsm_controller.system_state[0]$_DFF_PP0_	system_state[0]	1
==> cells by family (layout without fill, tap and decap cells) <==
| kind of cell | after synthesis | after routing |
|---|---|---|
| DFF | 9 | 9 |
| AOI/OAI and AO/OA | 18 | 18 |
| buffers and inverters | 1 | 27 |
| and+or+nand+nor | 14 | 14 |
==> per-layer routing <==
layer  track usage (%)  vias up  routed length [um]
met3              2.67        0                 173
li1                  -      220                   -
met1              3.59      182                 530
met2              2.97       18                 336
met4                 0        0                   0
met5                 0        -                   0
Power is estimated from default activity; no workload was simulated.
